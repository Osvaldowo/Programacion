==> ./run.sh <==
#!/bin/bash
# OpenROAD 26Q1-2900-gdf79404cd8, Yosys 0.63+post, stock flow scripts
make -C /OpenROAD-flow-scripts/flow DESIGN_CONFIG=/design/flow/config.mk WORK_HOME=/design/flow/orfs finish
==> ./config.mk <==
export PLATFORM = sky130hd
export DESIGN_NAME = Ejercicio2
export DESIGN_NICKNAME = Ejercicio2
export VERILOG_FILES = /design/flow/design.v
export SDC_FILE = /design/flow/constraint.sdc
export NUM_CORES = 4
export LEC_CHECK = 1
export CORE_AREA = 10 10 70 70
export DIE_AREA = 0 0 80 80
==> ./constraint.sdc <==
current_design Ejercicio2

set clk_period 1.7
set clk_io_pct 0.2

create_clock -name clk0 -period $clk_period [get_ports {clk}]

set non_clock_inputs [all_inputs -no_clocks]
set_input_delay [expr $clk_period * $clk_io_pct] -clock clk0 $non_clock_inputs
set_output_delay [expr $clk_period * $clk_io_pct] -clock clk0 [all_outputs]
==> ./design.v <==
module Ejercicio2(
    input  wire       clk,          
    input  wire       btn_captura,  
    input  wire [7:0] dipsw,        
    output reg  [7:0] leds = 8'd0    
);
    reg [1:0] btn_sincronizador;
    wire      pulso_captura;
    always @(posedge clk) begin
      btn_sincronizador <= {btn_sincronizador[0], btn_captura};
    end
    assign pulso_captura = btn_sincronizador[1] & ~btn_sincronizador[0];
    always @(posedge clk) begin
        if (pulso_captura) begin
            leds <= dipsw;  
        end
    end
endmodule
==> notes.md <==
run metrics: Syn Area/Cell=26.73 sq um, initial antenna violation count=0, f_max=716.0 MHz, Critical Path End Type=primary output, Max Root-Sink Buffers=2, Leakage=0.0001795 uW, Flop area=280.3 sq um, slowest CP cell=clkdlybuf4s50_1, Total GRT Usage=0.01971, logic area=13.76 sq um, critical path, cell by cell=clkdlybuf4s50_1, top post-synthesis cells by count=8 x edfxtp_1, 2 x dfxtp_1, 1 x nor2b_4, Yosys chip area=294.0 sq um, Tcrit/Tclk final=0.8215, Die Width=80 microns, first-pass iteration count of the detailed router=1, Clk pin slew, worst setup/hold paths=0.06 ns, Post-CTS Setup Inserts=0, critical path depth=1, Cell Type Count=3, DRT Wirelength=654 microns, CTS tree=yes, R2R cell count=1, floorplan-stage core utilization=0.08608, CTS Sinks=10, clk latency late pin=0.25 ns, post-synth top area cell=edfxtp_1, pin count of the biggest net entering global routing=9, CTS root buf=clkbuf_4, FILL cells=396, DIE AREA=6400 sq um, vias in the first global route=206, worst-margin pin slew=0.2300 ns, Post-synth regs=10, global-route wire length before repair=945 microns, RSZ-0062 raised after global routing=no, CP delay by family, top=buffers and inverters, yosys stat cell total=11, Gates resized, CTS repair=0, Synth Seq Share=0.9532, Area Overhead vs Synth=85.11%, count leader, synth=edfxtp_1, Rows=21, Buf/Inv on CP=1, Final ANT Viol Nets=0, # diodes=0, Max-area cell share=0.8170, max cap viols=0, worst-path maximum fanout=1, H-tree Lvls=1, Cells after DPL=74, Place WS=0.5594 ns, critical path class=reg2out, DR vias/cell=2.195, worst min-delay path class=reg2reg, hold path cells=0, Area contributors post-synth=edfxtp_1 82%, dfxtp_1 14%, nor2b_4 4.7%, DRC violations left=0, routability cong.=0.6435, WP data required=1.36 ns, hold_buf cts=0, Hold Worst Slack=0.3834 ns, status=finished clean, Hold Vio Cnt, Final=0, Finish-stage setup viols=0, Iter 0 DRT Violations=0, top_reg_cell synth=edfxtp_1, fin cells=77, CTS buffer count=3, number of buffers added on ports=17, power per cell area=857.9 nW/um^2, worst vdd ir=285.2 uV, Core ar.=3416 sq um, Max stage delay on crit path=0.48 ns, final setup margin=0.3034 ns, die y size=80 microns, Worst EP arrival=1.06 ns, via count=169, final core utilization=0.1593, Final Critical Period=1.397 ns, tool warnings=25, Ports=18, share of layout cells above drive strength 1=0.1290, Clock Skews=0.0005627 ns, Post-synth ARST share=0, EDFF count, synth=8, CP startpoint kind=flop, total grt overflow=0, Final TNS setup=0 ns, wire per inst=8.494 microns, mapped cell area=294.0 sq um, Rel. slew slack=0.8464, Ys Warns=1, gate count of the mapped netlist=11, max-slew violation count=0
-- final cells by class --
type	count	share of cell area
repair buffers	17	0.3126
flip-flops and latches	10	0.5149
clock buffers	3	0.04138
multi-input cells	1	0.02529
well taps	46	0.1057
-- cell families after synthesis --
family           Yosys count  synth area share
flip-flops                10            0.9532
AND/OR/NAND/NOR            1           0.04680
-- power breakdown --
part / internal [uW] / leakage (uW) / total [uW] / switching, uW
clock network: 81.0 / 0.0000138 / 148 / 67.3
registers: 276 / 0.0000920 / 280 / 3.19
logic: 31.4 / 0.0000738 / 39.1 / 7.70
total: 389 / 0.000180 / 467 / 78.2
-- layout by cell type, fill, tap and decap left out --
cell type	n
clkbuf_4	3
clkdlybuf4s50_1	17
dfxtp_1	2
edfxtp_1	8
nor2b_4	1
-- metrics by stage --
stage               power, uW  instance area (sq um)
floorplan               287.3                  294.0
global placement        324.7                  521.8
detailed placement      325.3                  521.8
CTS                     476.2                  544.3
global route            493.6                  544.3
finish                  467.0                  544.3
-- final timing paths --
| path | from | end | slack, ns |
|---|---|---|---|
| worst max-delay path | leds[5] | leds[5] | 0.30 |
| worst min-delay path | btn_sincronizador[0] | btn_sincronizador[1] | 0.38 |
| worst max register to register | btn_sincronizador[1] | leds[1] | 0.83 |
| worst min register to register | btn_sincronizador[0] | btn_sincronizador[1] | 0.38 |
-- metal layers --
metal  share of wire  track usage  wire, microns  vias up
met5               0            0              0        -
met4           0.011     0.007042              7        0
met2            0.54      0.03692            351       12
met1            0.32      0.01381            212       73
met3            0.13      0.01591             83        2
li1                -            -              -       82
-- state kept, by name (all words and copies together), names as in the netlist --
name / flops
leds: 8
btn_sincronizador: 2
Power is estimated from default activity; no workload was simulated.
