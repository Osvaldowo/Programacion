--- flow/design.v ---
module Ejercicio4 #(parameter N = 24)(
    input clk,        
    input enc,        
    input des,        
    output reg sal    
);
    parameter POLICE_FREQ1 = 30000;    
    parameter POLICE_FREQ2 = 50000;    
    parameter AMB_MIN = 20000;        
    parameter AMB_MAX = 60000;
    parameter STEP    = 50;           
    parameter TOGGLE_TIME = 50_000_000; 
    reg [N-1:0] div_cnt = 0;     
    reg [31:0] time_cnt = 0;      
    reg [15:0] tone_freq = POLICE_FREQ1;
    reg dir = 1;                  
    reg police_sel = 0;           
    always @(posedge clk) begin
        if (!enc) begin
            sal <= 0;  
            div_cnt <= 0;
            time_cnt <= 0;
            tone_freq <= POLICE_FREQ1;
            police_sel <= 0;
        end else begin
            if (des) begin
                if (div_cnt >= tone_freq) begin
                    sal <= ~sal;
                    div_cnt <= 0;
                end else begin
                    div_cnt <= div_cnt + 1;
                end
                if (time_cnt >= TOGGLE_TIME) begin
                    time_cnt <= 0;
                    police_sel <= ~police_sel;
                    if (police_sel)
                        tone_freq <= POLICE_FREQ1;
                    else
                        tone_freq <= POLICE_FREQ2;
                end else begin
                    time_cnt <= time_cnt + 1;
                end
            end else begin
                if (div_cnt >= tone_freq) begin
                    sal <= ~sal;
                    div_cnt <= 0;
                end else begin
                    div_cnt <= div_cnt + 1;
                end
                if (div_cnt == 0) begin
                    if (dir)
                        tone_freq <= tone_freq - STEP;  
                    else
                        tone_freq <= tone_freq + STEP;  
                    if (tone_freq < AMB_MIN) dir <= 0;
                    if (tone_freq > AMB_MAX) dir <= 1;
                end
            end
        end
    end
endmodule
--- flow/run.sh ---
#!/bin/bash
# OpenROAD 26Q1-2900-gdf79404cd8, Yosys 0.63+post, stock flow scripts
make -C /OpenROAD-flow-scripts/flow DESIGN_CONFIG=/design/flow/config.mk WORK_HOME=/design/flow/orfs finish
--- flow/config.mk ---
export PLATFORM = sky130hd
export DESIGN_NAME = Ejercicio4
export DESIGN_NICKNAME = Ejercicio4
export VERILOG_FILES = /design/flow/design.v
export SDC_FILE = /design/flow/constraint.sdc
export NUM_CORES = 4
export LEC_CHECK = 1
export CORE_UTILIZATION = 30
--- flow/constraint.sdc ---
current_design Ejercicio4

set clk_period 4.6
set clk_io_pct 0.2

create_clock -name clk0 -period $clk_period [get_ports {clk}]

set non_clock_inputs [all_inputs -no_clocks]
set_input_delay [expr $clk_period * $clk_io_pct] -clock clk0 $non_clock_inputs
set_output_delay [expr $clk_period * $clk_io_pct] -clock clk0 [all_outputs]
==> ds_physical_params.txt <==
Summary of implementation characteristics

Parameter                              Value

Status
  Run status    complete, no violations

Global route
  Wire length of the first global-routing pass    15400 um
  Vias in the first global route    3128
  Number of antenna violations at the first check in global routing    0
  Global-route usage over all layers    0.133
  Largest net degree at the start of global routing    32
  Total congestion overflow    0

Power and ir drop
  Net switching power of the design    289 uW
  Ratio of total power to cell area    288 nW/um2
  Switching share of power    0.215
  Sequential group share of total power    0.486
  Proportion of power drawn by the clock network    0.494
  Total power consumption of the routed design    1.34 mW
  Combinational share of power    0.020
  Peak supply drop    182 uV
  Internal Power    1.05 mW
  Leakage power total    1.77 nW

Timing
  Final critical-path required period    3.16 ns
  Pins Over Slew Limit    0
  Unrepaired setup endpoints after global routing    no
  Max_slew headroom    0.584
  Fin Clk Skew    0.00687 ns
  Maximum clock frequency    317 MHz
  Worst-case hold slack    0.467 ns
  Transition at the pin with the smallest max-transition slack    0.624 ns
  Total count of hold-check failures in the final report    0
  Number of failing setup endpoints in the final timing report    0
  Final worst slack    1.44 ns
  Post-route fraction of the period consumed by the critical path    0.686
  Final-layout setup total negative slack    0 ns

Yosys
  Sequential element share of the synthesized area    0.358
  Synth Warn #    1
  Top cell types by occurrence after synthesis    sky130_fd_sc_hd__dfxtp_1, sky130_fd_sc_hd__nor2_1, sky130_fd_sc_hd__inv_1
  Number of synthesized flops with an enable pin    1
  Synth area leaders    sky130_fd_sc_hd__dfxtp_1, sky130_fd_sc_hd__ha_1, sky130_fd_sc_hd__nor2_1
  Mapped Cells    496
  Area leader, netlist    sky130_fd_sc_hd__dfxtp_1
  Cell area after synthesis    4160 um2
  Yosys cell count    496
  Cell with the most instances after synthesis    sky130_fd_sc_hd__dfxtp_1
  Dominant Register Cell    sky130_fd_sc_hd__dfxtp_1
  Unique masters post-synth    60
  Yosys synthesis chip area    4160 um2
  Synthesized flop and latch total    74
  Share of the synthesized area in the top cell type    0.351
  Avg Inst Size Synth    8.39 um2
  Ys async rst share    0

Critical path
  Reg2Reg Depth    8
  Buffers and inverters on the worst path    1
  Critical path start-end classification    in2reg
  Launch point of the worst reg-to-reg path    dir
  Capture point of the worst reg-to-reg path    tone_freq[14]
  Largest delay contributor family on the critical path    simple AND/OR/NAND/NOR gates
  Element type at the critical path start    primary input
  Slowest cell on the critical path    sky130_fd_sc_hd__clkdlybuf4s50_1
  CP Cell Sequence    clkdlybuf4s50_1 > nor4_2 > nand4_1 > or2_1 > or4_1 > and4_1 > a21oi_1
  Maximum fanout encountered on the critical timing path    17
  Arrival time of the worst setup path    3.40 ns
  Endpoint class of the critical path    flop
  Slowest cell delay on critical path    0.70 ns
  Logic depth of the worst path, buffers included    7
  Flop2flop setup slack    1.53 ns
  Critical path data required time    4.85 ns

Routing
  Number of iterations in the first detailed-routing pass    4
  DRC violation total after the first TritonRoute iteration    130
  Count of unresolved DRC violations after routing    0
  Final routed wirelength across all metal layers    8850 um
  Via count    3440
  Average wire per cell in the routed design    12.9 um
  Diode count    0
  Vias per inst    5.03
  Number of nets with antenna violations after routing    0

Die
  Area enclosed by the die boundary    14300 um2
  Total I/O pin count    4
  Number of core rows    42
  Width of the chip    120 um
  Core Density at Floorplan    0.311
  Core region area    13400 um2
  Y dimension of the die    120 um

Worst hold path
  Hold path start    div_cnt[0]
  Cell depth of the worst min-delay path    1
  Type of the tightest min-delay check    reg2reg
  Hold-critical path endpoint    div_cnt[0]

Place
  Total half-perimeter wirelength after legalization and detailed placement    6320 um
  Final estimated routing congestion in global placement    0.892
  Placement-stage cell area    4380 um2
  Number of placed instances with taps included    668
  Count of buffers inserted at the top-level ports    3
  Dpl ws    1.18 ns

Layout
  Synth-to-Final Area Change    12.1%
  Final instance area    4670 um2
  Area taken by flip-flops and latches    1490 um2
  Fill cell instance count of the final layout    1340
  Final core utilization    0.348
  Post-layout instance count excluding filler cells    684
  Proportion of layout cells with a drive suffix above 1    0.0551
  Combinational gate area    2490 um2

Clock network
  Clock-pin slew on the worst setup and hold paths    0.06 ns
  Count of H-tree levels built during CTS    3
  Number of buffers on the longest clock path    2
  Number of sinks on the clock net    74
  Hold-fix buffer count after cts    0
  Later-pin clock latency in the skew report    0.33 ns
  Gates resized, CTS repair    0
  Root buf cell    sky130_fd_sc_hd__clkbuf_16
  TritonCTS clock tree    done
  Post-CTS Setup Repair Bufs    0
  CTS Buf Count    9

Flow run
  Total number of warnings across the stage logs    28
  Max-cap violation count    0
## logic make-up (layout without fill, tap and decap cells)
kind of cell	count (synthesis)	after routing	share of synthesized area
flops	74	74	0.358
xor+xnor	46	46	0.0968
compound gates	85	85	0.132
buf+inv	48	54	0.0475
other cells	1	7	0.000901
fa+ha+maj	33	33	0.101
simple gates	208	208	0.261
mux	1	1	0.00271
## registers in the layout, summed over array words and instances (netlist names)
| register | flops |
|---|---|
| sal | 1 |
| div_cnt | 24 |
| dir | 1 |
| tone_freq | 15 |
| time_cnt | 32 |
| police_sel | 1 |
## cells in the final DEF (no fill, tap or decap), types with 7 or more instances in the layout
| master | n |
|---|---|
| sky130_fd_sc_hd__nand2_1 | 27 |
| sky130_fd_sc_hd__a21oi_1 | 27 |
| sky130_fd_sc_hd__and4_1 | 8 |
| sky130_fd_sc_hd__nand3_1 | 25 |
| sky130_fd_sc_hd__xor2_1 | 27 |
| sky130_fd_sc_hd__a31oi_1 | 9 |
| sky130_fd_sc_hd__ha_1 | 32 |
| sky130_fd_sc_hd__clkbuf_16 | 9 |
| sky130_fd_sc_hd__o21ai_0 | 12 |
| sky130_fd_sc_hd__nor2_1 | 72 |
| sky130_fd_sc_hd__xnor2_1 | 19 |
| sky130_fd_sc_hd__and3_1 | 9 |
| sky130_fd_sc_hd__dfxtp_1 | 73 |
| sky130_fd_sc_hd__nor4_1 | 13 |
| sky130_fd_sc_hd__conb_1 | 7 |
| sky130_fd_sc_hd__nand4_1 | 14 |
| sky130_fd_sc_hd__inv_1 | 33 |
| sky130_fd_sc_hd__nor3_1 | 14 |
## cell type report
type	instances	share of cell area
clock inverter	5	0.00805
multi-input combinational	380	0.535
sequential	74	0.320
tap	176	0.0472
inverter	33	0.0265
clock buffer	11	0.0542
timing repair buffer	5	0.00965
## worst max-delay path by stage
| stage | start | end | slack [ns] |
|---|---|---|---|
| CTS | des | tone_freq[15] | 1.46 |
| global route | des | tone_freq[15] | 1.29 |
| finish | des | tone_freq[15] | 1.44 |
## per-layer routing
layer	global-route usage	up-vias	share of wire
met5	0	-	0
met4	0.0125	0	0.0086
met3	0.0218	7	0.042
met2	0.210	66	0.45
met1	0.202	1586	0.50
li1	-	1781	-
## power by group through the flow
stage         Sequential, mW  Clock (mW)  Combinational (mW)
CTS                    0.652       0.679              0.0270
global route           0.652       0.705              0.0313
finish                 0.652       0.664              0.0268
No activity file was given, so power comes from the tool's default toggle rates.
