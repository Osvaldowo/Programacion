==> design/flow/design.v <==
module Ejercicio3_Veri(
    input  wire clk,
    input  wire reset_btn,    
    input  wire start_sw,     
    input  wire dir_sw,       
    output reg  [7:0] segments,  
    output wire [3:0] digit_en   
);
    reg [3:0] hex_counter = 4'd0;
    reg [23:0] clk_div = 24'd0;
    reg slow_clk = 1'b0;
    assign digit_en = 4'b1110;
    always @(posedge clk) begin
        clk_div <= clk_div + 1;
        if (clk_div == 24'd0)
            slow_clk <= ~slow_clk;
    end
    always @(posedge slow_clk) begin
        if (reset_btn == 1'b0) begin
            hex_counter <= 4'd0;
        end else if (start_sw == 1'b0) begin   
            if (dir_sw == 1'b1) begin
                if (hex_counter == 4'd15)
                    hex_counter <= 4'd0;
                else
                    hex_counter <= hex_counter + 1;
            end else begin
                if (hex_counter == 4'd0)
                    hex_counter <= 4'd15;
                else
                    hex_counter <= hex_counter - 1;
            end
        end
    end
    always @(*) begin
        case (hex_counter)
            4'd0:  segments = 8'b01000000;
            4'd1:  segments = 8'b01111001;
            4'd2:  segments = 8'b00100100;
            4'd3:  segments = 8'b00110000;
            4'd4:  segments = 8'b00011001;
            4'd5:  segments = 8'b00010010;
            4'd6:  segments = 8'b00000010;
            4'd7:  segments = 8'b01111000;
            4'd8:  segments = 8'b00000000;
            4'd9:  segments = 8'b00010000;
            4'd10: segments = 8'b00001000;  
            4'd11: segments = 8'b00000011;  
            4'd12: segments = 8'b01000110;  
            4'd13: segments = 8'b00100001;  
            4'd14: segments = 8'b00000110;  
            4'd15: segments = 8'b00001110;  
            default: segments = 8'b11111111;
        endcase
    end
endmodule
==> design/flow/run.sh <==
#!/bin/bash
# OpenROAD 26Q1-2900-gdf79404cd8, Yosys 0.63+post, stock flow scripts
make -C /OpenROAD-flow-scripts/flow DESIGN_CONFIG=/design/flow/config.mk WORK_HOME=/design/flow/orfs finish
==> design/flow/config.mk <==
export PLATFORM = sky130hd
export DESIGN_NAME = Ejercicio3_Veri
export DESIGN_NICKNAME = Ejercicio3_Veri
export VERILOG_FILES = /design/flow/design.v
export SDC_FILE = /design/flow/constraint.sdc
export NUM_CORES = 4
export LEC_CHECK = 1
export CORE_AREA = 10 10 95 95
export DIE_AREA = 0 0 105 105
==> design/flow/constraint.sdc <==
current_design Ejercicio3_Veri

set clk_period 5.4
set clk_io_pct 0.2

create_clock -name clk0 -period $clk_period [get_ports {clk}]

set non_clock_inputs [all_inputs -no_clocks]
set_input_delay [expr $clk_period * $clk_io_pct] -clock clk0 $non_clock_inputs
set_output_delay [expr $clk_period * $clk_io_pct] -clock clk0 [all_outputs]
==> impl_metrics.env <==
# yosys + openroad results
export IMPL_grt_ovfl_total=0
export IMPL_final_setup_worst_slack_ps=3720
export IMPL_fin_skew_ps=1.03
export IMPL_path_buffers=0
export IMPL_period_used=0.310
export IMPL_untimed_endpoints=11
export IMPL_grt_usage=0.0488
export IMPL_warning_count=31
export IMPL_cts_repair_resized=0
export IMPL_p_leak_nw=0.609
export IMPL_fin_setup_tns_ps=0
export IMPL_vias=1162
export IMPL_synth_area_leader_cell="dfxtp_1"
export IMPL_top_cell_area_share=0.358
export IMPL_hold_slack_ps=449
export IMPL_root_buffer="clkbuf_8"
export IMPL_rows=30
export IMPL_critical_path_class="reg2reg"
export IMPL_finalMaxSlewViolations=0
export IMPL_viasPerCell=4.14
export IMPL_die_w_um=105
export IMPL_hpwl_mm=2.00
export IMPL_crit_path_end_kind="flop"
export IMPL_yosys_warnings=1
export IMPL_cts_max_level=1
export IMPL_syn_area_per_cell_um2=8.75
export IMPL_required_ps=5560
export IMPL_port_buffer_count=10
export IMPL_p_per_area_nw_per_um2=167
export IMPL_first_pass_iters=4
export IMPL_final_cells=281
export IMPL_num_antenna_cells=0
export IMPL_synth_seq_share=0.377
export IMPL_wire_per_inst_um=9.67
export IMPL_worstSetupStartpointType="flop"
export IMPL_cts_tree="built"
export IMPL_synth_main_ff_cell="dfxtp_1"
export IMPL_relSlewSlack=0.557
export IMPL_ys_flops=29
export IMPL_topCellsByArea="dfxtp_1 (36%), xnor2_1 (10%), ha_1 (6.4%)"
export IMPL_syn_inst=179
export IMPL_unclocked_pins=4
export IMPL_r2r_slack_ps=3720
export IMPL_cts_buffers=3
export IMPL_fp_util=0.227
export IMPL_setup_viol=0
export IMPL_clock_latency_ps=260
export IMPL_final_util=0.258
export IMPL_tightest_slew_ps=664
export IMPL_dp_cells=277
export IMPL_first_iter_violations=23
export IMPL_antenna_found_initial=0
export IMPL_hold_class="reg2reg"
export IMPL_wirelength_mm=2.72
export IMPL_coreArea_um2=6910
export IMPL_gp_congestion=0.811
export IMPL_remaining_drc_errors=0
export IMPL_antenna_left=0
export IMPL_die_h_um=105
export IMPL_cp_max_fo=6
export IMPL_yosysChipArea_um2=1570
export IMPL_cp_cell_sequence="ha_1 -> and4_1 -> nor3b_2 -> nand4_1 -> xnor2_1"
export IMPL_max_freq_mhz=597
export IMPL_lay_top_count="dfxtp_1"
export IMPL_cts_hold_buf=0
export IMPL_first_global_vias=1044
export IMPL_io_pins=16
export IMPL_clockBufferDepth=2
export IMPL_grt_max_degree=23
export IMPL_dp_slack_ps=3730
export IMPL_hold_viol=0
export IMPL_chipArea_um2=11000
export IMPL_synth_cell_types=40
export IMPL_postCtsSetupRepairBufs=0
export IMPL_cap_violations=0
export IMPL_edf_count=1
export IMPL_ys_cells=179
export IMPL_timing_critical_path_slowest_cell_delay_ps=410
export IMPL_worst_path_dominant_cell_family="simple AND/OR/NAND/NOR gates"
export IMPL_synthArstFlopShare=0
export IMPL_min_period_ps=1680
export IMPL_cpMaxStageDelayCell="nor3b_2"
export IMPL_layout_top_cells="dfxtp_1 (28), nand2_1 (19), xnor2_1 (18), o21ai_0 (10), clkdlybuf4s50_1 (10)"
export IMPL_vdd_ir_drop_max_mv=0.232
export IMPL_num_fill_cells=769
export IMPL_rsz0062_at_grt="false"
export IMPL_area_delta_synth_final_pct=13.7
export IMPL_arrival_ps=1830
export IMPL_synth_area_um2=1570
export IMPL_grt_pass1_wl_mm=4.82
export IMPL_status="complete, no violations"
export IMPL_clk_pin_slew_ps=80
export IMPL_drive_gt1_frac=0.0432
==> Yosys cell counts, drive strengths merged (2+ instances only) <==
library cell,instances
a31oi,2
xnor2,18
nor3,5
nor2b,4
inv,9
xor2,4
dfxtp,28
nand2b,2
ha,8
nor4,5
mux2i,3
and3,3
o21ai,10
nand2,19
nor3b,2
buf,8
conb,2
nand4,7
a21oi,8
nor2,7
clkbuf,3
nand3,9
==> worst reg2reg max path, stage by stage (launching register included) <==
cell     delay [ps]
dfxtp_1         380
ha_1            210
and4_1          260
nor3b_2         410
nand4_1         170
xnor2_1         140
==> cells by family (layout without fill, tap and decap cells) <==
kind of cell               count (synthesis)  in the layout  share of synthesized area
AOI/OAI and AO/OA                         26             26                      0.101
xor gates and xnor gates                  22             22                      0.123
adders and majority gates                  8              8                     0.0639
buffers and inverters                     20             23                     0.0607
DFF                                       29             29                      0.377
muxes                                      3              3                     0.0192
other                                      2              5                    0.00479
and+or+nand+nor                           69             69                      0.251
==> through the flow <==
stage | cell area [um^2] | power, mW
after floorplan | 1580 | 0.196
final | 1780 | 0.298
after CTS | 1780 | 0.303
after global routing | 1780 | 0.313
after detailed placement | 1740 | 0.197
after global placement | 1740 | 0.198
==> cell type report <==
type | instances | area, um^2 | area share
multi-input cells | 133 | 892 | 0.501
flip-flops and latches | 29 | 591 | 0.331
well taps | 96 | 120 | 0.0674
repair buffers | 10 | 100 | 0.0562
clock buffers | 4 | 45.0 | 0.0253
inverters | 9 | 33.8 | 0.0190
==> per-layer routing <==
metal	wire length [um]	global-route usage	share of wire	vias up
li1	-	-	-	625
met1	1480	0.0730	0.54	522
met2	1140	0.0734	0.42	15
met3	95	0.0118	0.035	0
met4	0	0.000980	0	0
met5	0	0	0	-
==> registers in the layout, summed over array words and instances (netlist names) <==
register     cells
slow_clk         1
clk_div         24
hex_counter      4
==> final timing paths <==
path                   start           to  cells after the start
setup reg to reg  clk_div[0]  clk_div[14]                      5
setup / recovery  clk_div[0]  clk_div[14]                      5
hold reg to reg   clk_div[0]   clk_div[0]                      1
hold / removal    clk_div[0]   clk_div[0]                      1
==> report_power, final <==
| part | switching [mW] | leakage [nW] | internal (mW) |
|---|---|---|---|
| clock | 0.0529 | 0.0228 | 0.0526 |
| combinational | 0.00352 | 0.349 | 0.00408 |
| sequential | 0 | 0.238 | 0.185 |
Power is estimated from default activity; no workload was simulated.
